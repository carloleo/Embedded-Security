==> design.v <==
    module fullHashDES(
        input clk,
        input M_valid,
        input rst_n,
        input [63 : 0] C_in, 
        input [7 : 0] M,
        output reg hash_ready,
        output reg [31 : 0] digest_out
    );
    localparam h0_value = 4'h4;
    localparam h1_value = 4'hB;
    localparam h2_value = 4'h7;
    localparam h3_value = 4'h1;
    localparam h4_value = 4'hD;
    localparam h5_value = 4'hF;
    localparam h6_value = 4'h0;
    localparam h7_value = 4'h3;
    reg [63 : 0] counter;
    reg [63 : 0] C;
    reg state;
    reg [7 : 0] M_r;
    wire [7 : 0] [3 : 0] H_main_w_o;
    reg [7 : 0] [3 : 0]  H_main;
    reg [31 : 0] digest;
    reg M_valid_r;
    assign compute_state = counter > 0 && state === 1;
    assign init_state = state === 0 && M_valid;
    assign final_state = state === 1 && counter === 0;  
    mainHashIteration main(
        .M(M_r), 
        .h(H_main),
        .h_out(H_main_w_o)
    );
    hashRound_final hashRound_f(
        .C (C), 
        .h(H_main), 
        .digest(digest)
    );
    always @(posedge clk or negedge rst_n) begin
        if (!rst_n) begin  
            hash_ready <= 0;
            state <= 0;
        end else if(init_state) begin  
            counter <= C_in;
            C <= C_in;
            state <= 1;
            hash_ready <= 0;
            M_r <= M;
            M_valid_r <= M_valid;
            H_main[0] <= h0_value;
            H_main[1] <= h1_value;
            H_main[2] <= h2_value;
            H_main[3] <= h3_value;
            H_main[4] <= h4_value;
            H_main[5] <= h5_value;
            H_main[6] <= h6_value;
            H_main[7] <= h7_value;
        end else if(compute_state) begin 
            if(M_valid_r === 1)begin  
                counter <= counter - 1; 
                H_main <= H_main_w_o;
            end
            M_r <= M;  
            M_valid_r <= M_valid;
        end else if(final_state) begin  
            hash_ready <= 1; 
            state <= 0;
            digest_out <= digest;
        end else begin  
            #0;
        end
    end
endmodule
module Sbox (
    input [5 : 0] in,
    output reg [3 : 0] out
);
    reg [1 : 0] row ;
    reg [3 : 0] colum;
    always @(*) begin
        row = {in[5], in[0]};
        colum = in[4 : 1];
        case (colum)
            4'b0000 : case (row)
                        2'b00 :  out = 4'b0010; 
                        2'b01 :  out = 4'b1110;
                        2'b10 :  out = 4'b0100;
                        2'b11 :  out = 4'b1011;
                    endcase
            4'b0001 : case (row)
                        2'b00 :  out = 4'b1100; 
                        2'b01 :  out = 4'b1011;
                        2'b10 :  out = 4'b0010;
                        2'b11 :  out = 4'b1000;
                    endcase
            4'b0010 : case (row)
                        2'b00 :  out = 4'b0100; 
                        2'b01 :  out = 4'b0010;
                        2'b10 :  out = 4'b0001;
                        2'b11 :  out = 4'b1100;
                    endcase
            4'b0011 : case (row)
                        2'b00 :  out = 4'b0001; 
                        2'b01 :  out = 4'b1100;
                        2'b10 :  out = 4'b1011;
                        2'b11 :  out = 4'b0111;
                    endcase
            4'b0100 : case (row)
                        2'b00 :  out = 4'b0111;
                        2'b01 :  out = 4'b0100;
                        2'b10 :  out = 4'b1100;
                        2'b11 :  out = 4'b0001;
                    endcase
            4'b0101 : case (row)
                        2'b00 :  out = 4'b1010; 
                        2'b01 :  out = 4'b0111;
                        2'b10 :  out = 4'b1101;
                        2'b11 :  out = 4'b1110;
                    endcase
            4'b0110 : case (row)
                        2'b00 :  out = 4'b1011;
                        2'b01 :  out = 4'b1101;
                        2'b10 :  out = 4'b0111;
                        2'b11 :  out = 4'b0010;
                    endcase
            4'b0111 : case (row)
                        2'b00 :  out = 4'b0110;
                        2'b01 :  out = 4'b0001;
                        2'b10 :  out = 4'b1000;
                        2'b11 :  out = 4'b1101;
                    endcase
            4'b1000 : case (row)
                        2'b00 :  out = 4'b1000; 
                        2'b01 :  out = 4'b0101;
                        2'b10 :  out = 4'b1111;
                        2'b11 :  out = 4'b0110;
                    endcase
            4'b1001 : case (row)
                        2'b00 :  out = 4'b0101;
                        2'b01 :  out = 4'b0000;
                        2'b10 :  out = 4'b1001;
                        2'b11 :  out = 4'b1111;
                    endcase
            4'b1010 : case (row)
                        2'b00 :  out = 4'b0011;
                        2'b01 :  out = 4'b1111;
                        2'b10 :  out = 4'b1100;
                        2'b11 :  out = 4'b0000;
                    endcase
            4'b1011 : case (row)
                        2'b00 :  out = 4'b1111; 
                        2'b01 :  out = 4'b1100;
                        2'b10 :  out = 4'b0101;
                        2'b11 :  out = 4'b1001;
                    endcase
            4'b1100 :  case (row)
                        2'b00 :  out = 4'b1101;
                        2'b01 :  out = 4'b0011;
                        2'b10 :  out = 4'b0110;
                        2'b11 :  out = 4'b1100;
                    endcase
            4'b1101 :  case (row)
                        2'b00 :  out = 4'b0000; 
                        2'b01 :  out = 4'b1001;
                        2'b10 :  out = 4'b0011;
                        2'b11 :  out = 4'b0100;
                    endcase
            4'b1110 : case (row)
                        2'b00 :  out = 4'b1110; 
                        2'b01 :  out = 4'b1000;
                        2'b10 :  out = 4'b0000;
                        2'b11 :  out = 4'b0101;
                    endcase
            4'b1111 : case (row)
                        2'b00 :  out = 4'b1001;
                        2'b01 :  out = 4'b0110;
                        2'b10 :  out = 4'b1110;
                        2'b11 :  out = 4'b0011;
                    endcase 
        endcase
    end
endmodule
module hashRound (
    input [3 : 0] s_value,  
    input [7 : 0] [3 : 0] h,  
    output reg [7 : 0] [3 : 0]  h_out  
);
reg [3 : 0] tmp; 
    always @(*) begin
        tmp = h[1] ^ s_value;
        h_out[0] = tmp;
        tmp = h[2] ^ s_value;
        h_out[1] = tmp;
        tmp = h[3] ^ s_value;
        h_out[2] = (tmp << 1) | (tmp >> 3);
        tmp = h[4] ^ s_value;
        h_out[3] = (tmp << 1) | (tmp >> 3);
        tmp = h[5] ^ s_value;
        h_out[4] = (tmp << 2) | (tmp >> 2);
        tmp = h[6] ^ s_value;
        h_out[5] = (tmp << 2) | (tmp >> 2);
        tmp = h[7] ^ s_value;
        h_out[6] = (tmp << 3) | (tmp >> 1);
        tmp = h[0] ^ s_value;
        h_out[7] = (tmp << 3) | (tmp >> 1);
    end
endmodule
module hashRound_final (
    input [63 : 0] C,  
    input [7 : 0] [3 : 0] h,  
    output reg [31 : 0] digest  
);
reg [7 : 0] [3 : 0]  s_value;
reg [7 : 0] Ci;
reg [7 : 0] [5 : 0] idx ;
reg [3 : 0] tmp;
reg [7 : 0] [3 : 0] h_out;
Sbox sbox1 (
    .in (idx[0]),
    .out(s_value[0])
);
Sbox sbox2 (
    .in (idx[1]),
    .out(s_value[1])
);
Sbox sbox3 (
    .in (idx[2]),
    .out(s_value[2])
);
Sbox sbox4 (
    .in (idx[3]),
    .out(s_value[3])
);
Sbox sbox5 (
    .in (idx[4]),
    .out(s_value[4])
);
Sbox sbox6 (
    .in (idx[5]),
    .out(s_value[5])
);
Sbox sbox7 (
    .in (idx[6]),
    .out(s_value[6])
);
Sbox sbox8 (
    .in (idx[7]),
    .out(s_value[7])
);
    always @(*) begin
        Ci = C[63 : 56];
        idx[0] = {Ci[7] ^ Ci[1], Ci[3], Ci[2], Ci[5] ^ Ci[0], Ci[4], Ci[6]};
        tmp = h[1] ^ s_value[0];
        h_out[0] = tmp;
        Ci = C[55 : 48];
        idx[1] = {Ci[7] ^ Ci[1], Ci[3], Ci[2], Ci[5] ^ Ci[0], Ci[4], Ci[6]};
        tmp = h[2] ^ s_value[1];
        h_out[1] = tmp;
        Ci = C[47 : 40];
        idx[2] = {Ci[7] ^ Ci[1], Ci[3], Ci[2], Ci[5] ^ Ci[0], Ci[4], Ci[6]};
        tmp = h[3] ^ s_value[2];
        h_out[2] = (tmp << 1) | (tmp >> 3);
        Ci = C[39 : 32];
        idx[3] = {Ci[7] ^ Ci[1], Ci[3], Ci[2], Ci[5] ^ Ci[0], Ci[4], Ci[6]};
        tmp = h[4] ^ s_value[3];
        h_out[3] = (tmp << 1) | (tmp >> 3);
        Ci = C[31 : 24];
        idx[4] = {Ci[7] ^ Ci[1], Ci[3], Ci[2], Ci[5] ^ Ci[0], Ci[4], Ci[6]};
        tmp = h[5] ^ s_value[4];
        h_out[4] = (tmp << 2) | (tmp >> 2);
        Ci = C[23 : 16];
        idx[5] = {Ci[7] ^ Ci[1], Ci[3], Ci[2], Ci[5] ^ Ci[0], Ci[4], Ci[6]};
        tmp = h[6] ^ s_value[5];
        h_out[5] = (tmp << 2) | (tmp >> 2);
        Ci = C[15 : 8];
        idx[6] = {Ci[7] ^ Ci[1], Ci[3], Ci[2], Ci[5] ^ Ci[0], Ci[4], Ci[6]};
        tmp = h[7] ^ s_value[6];
        h_out[6] = (tmp << 3) | (tmp >> 1);
        Ci = C[7 : 0];
        idx[7] = {Ci[7] ^ Ci[1], Ci[3], Ci[2], Ci[5] ^ Ci[0], Ci[4], Ci[6]};     
        tmp = h[0] ^ s_value[7];
        h_out[7] = (tmp << 3) | (tmp >> 1);
        digest = {h_out[0], h_out[1], h_out[2], h_out[3], h_out[4], h_out[5], h_out[6], h_out[7]};
    end
endmodule
module mainHashIteration (
    input [7 : 0] M,
    input [7 : 0] [3 : 0] h,
    output [7 : 0] [3 : 0] h_out
);
reg [3 : 0] s_value;
wire [5 : 0] M6;
assign M6 = {M[3] ^ M[2], M[1], M[0], M[7], M[6], M[5] ^ M[4]};
Sbox sbox(
    .in (M6),
    .out (s_value)
);
wire [7 : 0] [3 : 0] h1_out;
hashRound round1 (
    .s_value(s_value),
    .h(h),
    .h_out(h1_out)
);
wire [7 : 0] [3 : 0] h2_out;
hashRound round2 (
    .s_value(s_value),
    .h(h1_out),
    .h_out(h2_out)
);
wire [7 : 0] [3 : 0] h3_out;
hashRound round3 (
    .s_value(s_value),
    .h(h2_out),
    .h_out(h3_out)
);
hashRound round4 (
    .s_value(s_value),
    .h(h3_out),
    .h_out(h_out)
);
endmodule
==> run.sh <==
#!/bin/bash
# OpenROAD 26Q1-2900-gdf79404cd8, Yosys 0.63+post, stock flow scripts
make -C /OpenROAD-flow-scripts/flow DESIGN_CONFIG=/design/flow/config.mk WORK_HOME=/design/flow/orfs finish
==> config.mk <==
export PLATFORM = sky130hd
export DESIGN_NAME = fullHashDES
export DESIGN_NICKNAME = fullHashDES
export VERILOG_FILES = /design/flow/design.v
export SDC_FILE = /design/flow/constraint.sdc
export NUM_CORES = 4
export LEC_CHECK = 1
export CORE_UTILIZATION = 50
==> constraint.sdc <==
current_design fullHashDES

set clk_period 17.0
set clk_io_pct 0.2

create_clock -name clk0 -period $clk_period [get_ports {clk}]

set non_clock_inputs [all_inputs -no_clocks]
set_input_delay [expr $clk_period * $clk_io_pct] -clock clk0 $non_clock_inputs
set_output_delay [expr $clk_period * $clk_io_pct] -clock clk0 [all_outputs]
==> impl_metrics.yaml <==
# implementation run metrics
status:
  status: "finished, final reports clean"
grt:
  grt_pass1_wl_um: 63000
  grt_max_degree: 64
  grt_pass1_vias: 11700
  antenna_found_initial: 1
  gr-usage-all-layers_pct: 26.7
  overflow: 0
critical_path:
  startpoint: "M_valid"
  reg2reg_from: "M_r[2]"
  critical_path_depth: 6
  crit_path_end: "H_main[29]"
  end_kind: "flop"
  crit_family: "buffers and inverters"
  critical_path.max_stage_delay_ps: 600
  critical_path.max_fanout: 51
  crit_arrival_ps: 5870
  r2r_setup_slack_ps: 13100
  worstPathCellList: "clkdlybuf4s50_1 -> nor2b_4 -> buf_4 -> a21oi_1 -> nor2_4 -> buf_4"
  slowest_stage: "nor2_4"
  critical_path_class: "primary input to flop"
  reg2regPathDepth: 10
  critPathRequiredTime_ps: 17140
  path_buffers: 3
  reg2reg_to: "H_main[12]"
  cp-start-kind: "primary input"
  path_common_cell: "buf_4"
sta:
  tns_ps: 0
  worst_pin_slew_ps: 917
  hold_viol_final: 0
  fin_worst_skew_ps: 15.6
  rsz0062_at_grt: "no"
  min_period_ps: 5730
  holdWs_ps: 534
  slew_headroom_pct: 38.8
  fin_crit_sh_pct: 33.7
  slew_violations: 0
  setup_viol: 0
  clock.fmax_mhz: 174
clock_tree:
  clkSinkCount: 203
  clk_latency_ps: 510
  clkTransAtPathRegs_ps: 60
  cts_hold_buf: 0
  cts-resized-gates: 0
  htreeDepth: 1
  postCtsSetupRepairBufs: 0
  cts_buffer_depth: 3
  cts_tree: "done"
  cts_root_buf: "clkbuf_16"
  cts_made_buffers: 24
final_layout:
  drive_above_1_share_pct: 6.52
  design_area_um2: 17600
  final_util_pct: 57.6
  layout_top_cell: "edfxtp_1"
  area_delta_synth_final_pct: 13.7
  seqCellArea_um2: 6090
  lay_top_cells: "edfxtp_1, nand2_1, nor2_1"
  mi_logic_area_um2: 8760
  filler_cell_count: 2669
die:
  die_x_um: 178
  rows: 64
  initCoreUtil_pct: 50.7
  fp.dieH_um: 178
  chipArea_um2: 31700
  boundaryPins: 108
  core_area_um2: 30600
pwr:
  vdd_drop_max_uv: 95.3
  sw_frac_of_total_pct: 24.2
  p_leak_uw: 0.00588
  comb_power_share_pct: 11.5
  p_sw_uw: 298
  p_clk_share_pct: 39.0
  p_int_uw: 932
  p_seq_share_pct: 49.4
  p_per_area_nw_per_um2: 69.8
  power_uw: 1230
placement:
  dp.final_hpwl_um: 28000
  place_congestion: 0.932
  dpl_cell_area_um2: 16900
  io_buffer_count: 107
detailed_routing:
  routed_via_density: 5.94
  drtIter0Drc: 1196
  dr_total_vias: 13100
  first_pass_iters: 6
  drc: 0
  routedWlPerCell_um: 17.9
  drtAntennaViolNets: 0
  wl_um: 39600
job:
  cap_violations: 0
  warning_count: 80
yosys:
  enable_flop_cells: 201
  synth_cells: 1750
  synth.distinct_cells: 84
  synth_warnings: 7
  syn_area_um2: 15500
  ff_type: "edfxtp_1"
  avgSynthCellArea_um2: 8.86
  async_flop_share_pct: 0.985
  synth_flops: 203
  ys_chip_area_um2: 15500
  seq_area_frac_synth_pct: 39.2
  ys_cells: 1750
min_path:
  hold_class: "flop to flop"
  min_path_cells: 2
-- through the flow --
stage	std cells	worst slack (ps)
final	2206	11270
after global routing	2205	11050
after CTS	2205	11250
after detailed placement	2161	10710
after global placement	2161	10730
after floorplan	1750	8160
-- how the worst min path moves through the flow --
stage / startpoint / end / slack [ps]
6_report: hash_ready / hash_ready / 530
5_1_grt: hash_ready / hash_ready / 550
4_1_cts: hash_ready / hash_ready / 540
-- power groups by stage --
stage,clock network (uW),registers (uW),logic [uW]
after CTS,491,609,144
after global routing,507,611,157
final,480,608,142
-- synth_stat cells (13+ instances only) --
| cell type | instances | share of area, % |
|---|---|---|
| edfxtp_1 | 201 | 39 |
| o22ai_1 | 29 | 1.2 |
| a211oi_1 | 18 | 0.87 |
| a2111oi_0 | 13 | 0.73 |
| mux2i_1 | 23 | 1.5 |
| nand3b_1 | 15 | 0.73 |
| a21oi_1 | 100 | 3.2 |
| nand2_1 | 190 | 4.6 |
| o21ai_0 | 150 | 4.8 |
| nand3_1 | 48 | 1.5 |
| nand2b_1 | 26 | 1.0 |
| inv_1 | 45 | 1.1 |
| clkbuf_1 | 111 | 2.7 |
| nor2b_1 | 19 | 0.77 |
| nor4_1 | 17 | 0.69 |
| o211ai_1 | 17 | 0.82 |
| xnor2_1 | 108 | 6.1 |
| nor2_1 | 164 | 4.0 |
| nor3_1 | 58 | 1.9 |
| or3_1 | 20 | 0.81 |
| xor2_1 | 57 | 3.2 |
| ha_1 | 65 | 5.2 |
| a31oi_1 | 30 | 1.2 |
-- cells by family after synthesis --
family	Yosys count	synth area share (%)
and+or+nand+nor	615	19.1
AOI/OAI and AO/OA	489	20.1
DFF	203	39.2
buffers and inverters	179	4.40
xor gates and xnor gates	167	9.53
adders and majority gates	65	5.24
muxes	32	2.36
-- per-layer routing --
metal / wire length, um / global-route usage (%) / up-vias
met5: 29 / 0.801 / -
met4: 1020 / 5.66 / 2
met3: 2960 / 5.56 / 57
met2: 18000 / 39.4 / 441
met1: 17600 / 42.9 / 6077
li1: - / - / 6534
-- registers in the layout, summed over array words and instances (netlist names) --
signal and flops:
digest_out 32, hash_ready 1, state 1, H_main 32
M_r 8, M_valid_r 1, counter 64, C 64
-- cell type report --
cell class / instances / share of cell area [%]
Timing Repair Buffer: 144 / 7.65
Sequential cell: 203 / 34.5
Clock buffer: 29 / 3.75
Antenna cell: 1 / 0.0142
Multi-Input combinational cell: 1368 / 49.7
Clock inverter: 15 / 0.483
Inverter: 50 / 1.06
Tap cell: 396 / 2.81
-- worst register-to-register path: stages (launching register included) --
cell	delay (ps)
edfxtp_1	370
xor2_1	530
inv_1	290
ha_1	300
nor3b_1	270
a2111oi_0	120
a31oi_1	200
o2111ai_1	470
xor2_2	830
xnor2_1	190
nand2_1	70
Power and IR drop assume default switching activity.
